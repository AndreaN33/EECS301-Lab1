===== flow/config.mk =====
export PLATFORM = sky130hd
export DESIGN_NAME = EECS301_Lab1_TopLevel
export DESIGN_NICKNAME = EECS301_Lab1_TopLevel
export VERILOG_FILES = /design/flow/design.v
export SDC_FILE = /design/flow/constraint.sdc
export NUM_CORES = 4
export LEC_CHECK = 1
export CORE_AREA = 10 10 83 83
export DIE_AREA = 0 0 93 93

===== flow/constraint.sdc =====
current_design EECS301_Lab1_TopLevel

set clk_period 1.4
set clk_io_pct 0.2

create_clock -name clk0 -period $clk_period [get_ports {CLOCK_50}]

set non_clock_inputs [all_inputs -no_clocks]
set_input_delay [expr $clk_period * $clk_io_pct] -clock clk0 $non_clock_inputs
set_output_delay [expr $clk_period * $clk_io_pct] -clock clk0 [all_outputs]

===== flow/design.v =====
`timescale 1ns / 1ps
module EECS301_Lab1_TopLevel
(
	input          CLOCK_50,
	output   [9:0] LEDR,
	output   [6:0] HEX0,  
	output   [6:0] HEX1,  
	output   [6:0] HEX2,  
	output   [6:0] HEX3,  
	output   [6:0] HEX4,  
	output   [6:0] HEX5,  
	input    [3:0] KEY
);
	reg [3:0] key_sync_reg;
	always @(posedge CLOCK_50)
	begin
		key_sync_reg <= ~KEY;
	end
	Lab1_Frustration_Module frustration_module
	(
		.LEDR( LEDR ),
		.HEX0( HEX0 ),  
		.HEX1( HEX1 ),  
		.HEX2( HEX2 ),  
		.HEX3( HEX3 ),  
		.HEX4( HEX4 ),  
		.HEX5( HEX5 ),  
		.KEY( key_sync_reg ),
		.CLOCK_50( CLOCK_50 )
	);
endmodule
`timescale 1ns / 1ps
module Lab1_Frustration_Module
(
	output reg  [9:0] LEDR,
	output      [6:0] HEX0,  
	output      [6:0] HEX1,  
	output      [6:0] HEX2,  
	output      [6:0] HEX3,  
	output      [6:0] HEX4,  
	output      [6:0] HEX5,  
	input       [3:0] KEY,
	input       CLOCK_50
);
	reg [3:0] key_value;
	wire  [3:0] key0_value;
	wire [3:0] key1_value;
	wire [3:0] key2_value;
	wire [3:0] key3_value;
	assign key0_value = KEY[0] ? 4'h1 : 4'h0;  
	assign key1_value = KEY[1] ? 4'h2 : 4'h0;  
	assign key2_value = KEY[2] ? 4'h3 : 4'h0;  
	assign key3_value = KEY[3] ? 4'h4 : 4'h0;  
	always @(posedge CLOCK_50)
	begin
		key_value = key3_value + key2_value + key1_value + key0_value;
	end
	always @(posedge CLOCK_50)
	begin
		case (key_value)
			4'h0 : LEDR <= 10'b0000000000;
			4'h1 : LEDR <= 10'b0000000001;
			4'h2 : LEDR <= 10'b0000000011;
			4'h3 : LEDR <= 10'b0000000111;
			4'h4 : LEDR <= 10'b0000001111;
			4'h5 : LEDR <= 10'b0000011111;
			4'h6 : LEDR <= 10'b0000111111;
			4'h7 : LEDR <= 10'b0001111111;
			4'h8 : LEDR <= 10'b0011111111;
			4'h9 : LEDR <= 10'b0111111111;
			4'hA : LEDR <= 10'b1111111111;
			default : LEDR <= 10'b0000000000;
		endcase
	end
	reg [6:0] hex0_reg;
	reg [6:0] hex1_reg;
	reg [6:0] hex2_reg;
	reg [6:0] hex3_reg;
	reg [6:0] hex4_reg;
	reg [6:0] hex5_reg;
	assign HEX0 = ~hex0_reg;
	assign HEX1 = ~hex1_reg;
	assign HEX2 = ~hex2_reg;
	assign HEX3 = ~hex3_reg;
	assign HEX4 = ~hex4_reg;
	assign HEX5 = ~hex5_reg;
	always @(posedge CLOCK_50)
	begin
		case (key_value)
			4'h0 : hex0_reg <= 7'h3F;  
			4'h1 : hex0_reg <= 7'h06;  
			4'h2 : hex0_reg <= 7'h5B;  
			4'h3 : hex0_reg <= 7'h4F;  
			4'h4 : hex0_reg <= 7'h66;  
			4'h5 : hex0_reg <= 7'h6D;  
			4'h6 : hex0_reg <= 7'h7D;  
			4'h7 : hex0_reg <= 7'h27;  
			4'h8 : hex0_reg <= 7'h7F;  
			4'h9 : hex0_reg <= 7'h6F;  
			4'hA : hex0_reg <= 7'h3F;  
			default : hex0_reg <= 7'h00;  
		endcase
	end
	always @(posedge CLOCK_50)
	begin
		case (key_value)
			4'hA : hex1_reg <= 7'h06;  
			default : hex1_reg <= 7'h00;  
		endcase
	end
	always @(posedge CLOCK_50)
	begin
		case (key_value)
			4'hA : hex2_reg <= 7'h79;  
			default : hex2_reg <= 7'h00;  
		endcase
	end
	always @(posedge CLOCK_50)
	begin
		case (key_value)
			4'h9,
			4'hA : hex3_reg <= 7'h6D;  
			default : hex3_reg <= 7'h00;  
		endcase
	end
	always @(posedge CLOCK_50)
	begin
		case (key_value)
			4'h7,
			4'h8,
			4'h9,
			4'hA : hex4_reg <= 7'h77;  
			default : hex4_reg <= 7'h00;  
		endcase
	end
	always @(posedge CLOCK_50)
	begin
		case (key_value)
			4'h4,
			4'h5,
			4'h6,
			4'h7,
			4'h8,
			4'h9,
			4'hA : hex5_reg <= 7'h39;  
			default : hex5_reg <= 7'h00;  
		endcase
	end
endmodule

===== flow/run.sh =====
#!/bin/bash
# OpenROAD 26Q1-2900-gdf79404cd8, Yosys 0.63+post, stock flow scripts
make -C /OpenROAD-flow-scripts/flow DESIGN_CONFIG=/design/flow/config.mk WORK_HOME=/design/flow/orfs finish

==> changes_impl.md <==
### Changed

* Status: complete, no violations
* DRT iter0 DRCs at 44
* Fin. max-slew vios at 0
* FP Util at 25.3%
* Worst path bufs/invs at 2
* Crit path capture type: output pin
* Die area at 8650 sq um
* Post-route minimum period at 1340 ps
* CTS tree: built
* Log Warnings at 32
* Syn Std Cell Area at 1300 sq um
* Die H at 93 um
* Routability cong. at 0.848
* Post-synth EDFFs at 0
* Setup violations, final at 0
* TNS Setup at 0 ps
* Most frequent logic cell in the layout: dfxtp_1
* Pwr per Cell Area at 1200 nW/um^2
* Largest net degree at the start of global routing at 14
* # IOs at 57
* Ys async rst share at 0%
* Syn Inst Count at 133
* Detailed placer's ending HPWL at 1.99 mm
* Clk buf depth at 2
* Ratio of cells with drive above 1 in the final layout at 13.7%
* M1 GR Usage at 6.06%
* Latency at later pin at 270 ps
* Growth of design area from synthesis to finish at 35.2%
* Max Freq at 745 MHz
* Site row count at 26
* Final Cell Area at 1760 sq um
* DR WL/cell at 10.3 um
* Top Layout Cells: 26 x dfxtp_1, 21 x clkdlybuf4s50_1, 15 x inv_1, 13 x conb_1, 13 x dlygate4sd2_1
* GRT met3 Usage at 3.47%
* Slowest CP cell: clkdlybuf4s50_1
* Peak VDD IR at 0.441 mV
* Synth Seq Share at 44.6%
* First-pass GRT wire length at 3.92 mm
* Cell Area, Placed at 1630 sq um
* Ant. Diodes at 0
* Final Skew at 1.29 ps
* Cell Type Count at 28
* Num CTS Buffers at 5
* Warnings from Yosys at 2
* Ys cells at 133
* Vias in the first global route at 888
* Most frequently used flop master after synthesis: dfxtp_1
* Max Cap Viol at 0
* CP Cell Sequence: inv_1 > clkdlybuf4s50_1
* Port Buffer Count at 43
* Worst-path clk slew at 50 ps
* Crit-path max cell delay at 460 ps
* Yosys chip area at 1300 sq um
* First-pass iteration count of the detailed router at 4
* Global-route track usage on met2 at 8.59%
* DRC at 0
* Worst hold path class: register to register
* Leak Pwr at 0.816 nW
* CTS Sinks at 29
* Critical Path RT at 1120 ps
* Total GRT Usage at 5.38%
* Layout fillers at 545
* Startpoint Class: register
* Core area at 5140 sq um
* Hold_buf cts at 0
* Die X-Extent at 93 um
* Clk root buf: clkbuf_8
* Post-synth regs at 29
* Gr busiest metal: met2
* Worst-path fanout max at 1
* CP Data Arrival Time at 1060 ps
* RSZ-0062 raised after global routing: no
* Hold_ws at 440 ps
* GRT overflow at 0
* DR vias at 823
* Antenna violations before repair at 0
* CTS H-tree depth at 2
* Synth Area per Inst at 9.79 sq um
* Critical Setup Path Class: register to output pin
* Final hold violations at 0
* Final ANT Viol Nets at 0
* Delay-heaviest family, CP: buffers and inverters
* Period Utilization, post-route at 95.9%
* Largest register FFs at 10
* Via-to-Cell Ratio at 3.46
* Final WL at 2.45 mm
-- cell usage after synthesis (2+ instances only) --
cell	instances	area, sq um
dfxtp_1	29	581
o21ai_0	2	10.0
nor2b_1	3	18.8
nor3_1	2	10.0
nor2_1	4	15.0
a21oi_1	4	20.0
ha_1	10	125
nand2b_1	2	12.5
o22ai_1	2	12.5
nand2_1	5	18.8
o21a_1	3	22.5
buf_4	32	240
and2_1	2	12.5
inv_1	19	71.3
-- cell type report --
| type | instances | area [sq um] | area share, % |
|---|---|---|---|
| repair buffers | 49 | 482 | 27.4 |
| multi-input cells | 64 | 449 | 25.5 |
| well taps | 70 | 87.6 | 4.98 |
| clock buffers | 7 | 86.3 | 4.90 |
| flip-flops and latches | 29 | 584 | 33.2 |
| inverters | 19 | 71.3 | 4.05 |
-- worst register-to-register path: stages (launching register included) --
cell     delay, ps
dfxtp_2        360
inv_1          110
ha_1           260
o31ai_2        270
o21ai_1        100
-- metal layers --
layer | up-vias | routed length (um)
li1 | 438 | -
met1 | 344 | 1100
met2 | 37 | 1060
met3 | 4 | 272
met4 | 0 | 16
met5 | - | 0
-- worst paths after layout --
check	from	to	slack, ps	cells past startpoint
worst max-delay path	frustration_module.hex0_reg[2]	HEX0[2]	60	2
worst min-delay path	key_sync_reg[3]	frustration_module.key_value[2]	440	1
worst max register to register	frustration_module.key_value[0]	frustration_module.hex5_reg[4]	180	4
worst min register to register	key_sync_reg[3]	frustration_module.key_value[2]	440	1
-- logic make-up after synthesis --
group,count (synthesis),share of synthesized area [%]
and+or+nand+nor,22,8.93
other,1,0.288
AOI/OAI and AO/OA,15,8.17
buffers and inverters,52,24.8
xor gates and xnor gates,2,1.35
muxes,1,0.769
DFF,29,44.6
adders and majority gates,11,11.1
-- per-stage QoR --
stage / std cells / power (mW) / utilization [%] / setup slack (ps)
after floorplan: 145 / 1.25 / - / 154
after global placement: 227 / 1.51 / 31.7 / 120
after detailed placement: 227 / 1.51 / 31.7 / 60.5
after CTS: 237 / 2.17 / 33.5 / 0.543
after global routing: 238 / 2.27 / 34.3 / 4.44
final: 238 / 2.12 / 34.3 / 57.9
-- what timing repair did --
action,CTS,global route
setup endpoints to repair,22,11
hold endpoints to repair,0,0
gates resized,18,12
gates cloned,0,0
buffers inserted,3,1
-- power by group --
group	switching, mW	internal (mW)
logic	0.170	0.309
clock network	0.264	0.388
registers	0.0446	0.940
Power and IR drop assume default switching activity.
